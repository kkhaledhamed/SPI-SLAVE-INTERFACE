### run.sh
#!/bin/bash
# OpenROAD 26Q1-2900-gdf79404cd8, Yosys 0.63+post, stock flow scripts
make -C /OpenROAD-flow-scripts/flow DESIGN_CONFIG=/design/flow/config.mk WORK_HOME=/design/flow/orfs finish
### config.mk
export PLATFORM = sky130hd
export DESIGN_NAME = SPI_Wrapper
export DESIGN_NICKNAME = SPI_Wrapper
export VERILOG_FILES = /design/flow/design.v
export SDC_FILE = /design/flow/constraint.sdc
export NUM_CORES = 4
export LEC_CHECK = 1
export CORE_UTILIZATION = 40
### constraint.sdc
current_design SPI_Wrapper

set clk_period 37.0
set clk_io_pct 0.2

create_clock -name clk0 -period $clk_period [get_ports {clk}]

set non_clock_inputs [all_inputs -no_clocks]
set_input_delay [expr $clk_period * $clk_io_pct] -clock clk0 $non_clock_inputs
set_output_delay [expr $clk_period * $clk_io_pct] -clock clk0 [all_outputs]
### design.v
module RAM (din,clk,rst_n,rx_valid,dout,tx_valid);
input [9:0] din ;
input clk,rst_n,rx_valid ;
output reg [7:0] dout ;
output reg tx_valid ;
parameter MEM_DEPTH = 256 ;
parameter ADDR_SIZE = 8 ;
reg [ADDR_SIZE-1:0] addr_rd , addr_wr ;
reg [7:0] mem [MEM_DEPTH-1:0] ;
always @(posedge clk) begin
	if (~rst_n) begin
		dout<=0;
		tx_valid<=0;
		addr_rd<=0;
		addr_wr<=0;
	end
	else begin
		case(din[9:8])
			2'b00: begin
				tx_valid<=0;
				if (rx_valid) begin
					addr_wr<=din[7:0];
				end
			end
			2'b01: begin
				tx_valid<=0;
				if (rx_valid) begin
					mem[addr_wr]<=din[7:0];
				end
			end
			2'b10: begin
				tx_valid<=0;
				if (rx_valid) begin
					addr_rd<=din[7:0];
				end
			end
			2'b11: begin
				dout<=mem[addr_rd];
				tx_valid<=1;
			end
		endcase
	end
end
endmodule
module SPI_Slave (MOSI,MISO,SS_n,clk,rst_n,rx_data,rx_valid,tx_data,tx_valid);
input MOSI,SS_n,clk,rst_n,tx_valid;
input [7:0] tx_data;
output reg [9:0] rx_data;
output reg rx_valid,MISO;
reg [3:0] serial_to_parallel_counter; 
reg [2:0] parallel_to_serial_counter; 
reg addr_read_rec; 
(*fsm_encoding="one_hot"*)
reg [2:0] cs ,ns;
parameter IDLE = 3'b000;
parameter CHK_CMD = 3'b001;
parameter WRITE = 3'b010;
parameter READ_ADD = 3'b011;
parameter READ_DATA = 3'b100;
always @(*) begin 
	case(cs)
		IDLE:begin
			if (~SS_n) begin
				ns=CHK_CMD;
			end
			else begin
				ns=IDLE;
			end
		end
		CHK_CMD:begin
			if (SS_n) begin
				ns=IDLE;
			end
			else begin
				if (~MOSI) begin
					ns=WRITE;
				end
				else begin
					if (~addr_read_rec) begin
						ns=READ_ADD;
					end
					else begin
						ns=READ_DATA;
					end
				end
			end
		end
		WRITE:begin
			if (SS_n) begin
				ns=IDLE;
			end
			else begin
				ns=WRITE;
			end
		end
		READ_ADD:begin
			if (SS_n) begin
				ns=IDLE;
			end
			else begin
				ns=READ_ADD;
			end
		end
		READ_DATA:begin
			if (SS_n) begin
				ns=IDLE;
			end
			else begin
				ns=READ_DATA;
			end
		end
		default : ns = IDLE; 
	endcase
end
always @(posedge clk) begin
	if (~rst_n) begin
		cs<=IDLE;
	end
	else begin
		cs<=ns;
	end
end
always @(posedge clk) begin
	if (~rst_n) begin
		rx_data<=0;
		rx_valid<=0;
		MISO<=0;
		addr_read_rec<=0;
		serial_to_parallel_counter<=0;
		parallel_to_serial_counter<=0;
	end
	else begin
		case(cs)
			IDLE:begin
				rx_valid<=0;
				MISO<=0;
				serial_to_parallel_counter<=0;
				parallel_to_serial_counter<=0;
			end
			CHK_CMD:
			begin
				rx_valid<=0;
				serial_to_parallel_counter<=0;
				parallel_to_serial_counter<=0;
			end
			WRITE:begin
				if (serial_to_parallel_counter<10) begin
					rx_data <= {rx_data[8:0],MOSI}; 
					serial_to_parallel_counter<=serial_to_parallel_counter+1;
					rx_valid<=0;
				end
				else begin
					rx_valid<=1; 
				end
			end
			READ_ADD:begin
				addr_read_rec<=1;
				if (serial_to_parallel_counter<10) begin
					rx_data <= {rx_data[8:0],MOSI}; 
					serial_to_parallel_counter<=serial_to_parallel_counter+1;
					rx_valid<=0;
				end
				else begin
					rx_valid<=1; 
				end
			end
			READ_DATA:begin
				if (tx_valid && parallel_to_serial_counter<8) begin
					MISO <= tx_data[7 - parallel_to_serial_counter]; 
                    parallel_to_serial_counter <= parallel_to_serial_counter + 1;
				end
				else begin
					if (serial_to_parallel_counter<10) begin
						rx_data <= {rx_data[8:0],MOSI}; 
						serial_to_parallel_counter<=serial_to_parallel_counter+1;
						rx_valid<=0;
					end
					else begin
						rx_valid<=1; 
						addr_read_rec<=0;
					end
				end
			end
		endcase
	end
end
endmodule
module SPI_Wrapper(MOSI, MISO, SS_n, clk, rst_n);
input MOSI, clk, rst_n, SS_n;
output MISO;
wire [9:0] rx_data;
wire rx_valid;
wire [7:0] tx_data;
wire tx_valid;
SPI_Slave SPI_SLAVE (.MOSI(MOSI), .MISO(MISO), .SS_n(SS_n), .clk(clk), .rst_n(rst_n),.rx_data(rx_data),.rx_valid(rx_valid), .tx_valid(tx_valid), .tx_data(tx_data));
RAM #(.ADDR_SIZE(8), .MEM_DEPTH(256)) SPI_RAM (.din(rx_data), .rx_valid(rx_valid), .clk(clk),.rst_n(rst_n), .dout(tx_data),.tx_valid(tx_valid));
endmodule
==> results.sh <==
# yosys + openroad results
export IMPL_outcome="complete, no violations"
export IMPL_synth_dominant_cell_count="edfxtp_1"
export IMPL_ys_types=62
export IMPL_p_clk_frac=0.449
export IMPL_sequentialPowerShare=0.549
export IMPL_edf_count=2048
export IMPL_via_per_inst=5.87
export IMPL_numSynthFlops=2098
export IMPL_io_buffers=4
export IMPL_final_layout_size_suffix_gt1_frac=0.192
export IMPL_antenna_found_initial=7
export IMPL_fill_cells=16745
export IMPL_dr_pass1_iters=6
export IMPL_worst_pin_slew_ps=1010
export IMPL_h_tree_depth=4
export IMPL_fp_util=0.403
export IMPL_syn_area_mm2=0.0818
export IMPL_routabilityCongestion=0.977
export IMPL_cap_violations=0
export IMPL_ant_nets=0
export IMPL_postSynthCellCount=4106
export IMPL_drt_wl_total_um=230000
export IMPL_wl_per_cell_um=32.5
export IMPL_top_cell_area_share=0.752
export IMPL_ir_worst_vdd_mv=0.0479
export IMPL_internal_power_mw=3.77
export IMPL_slew_viol_final=0
export IMPL_tns_ps=0
export IMPL_p_leak_nw=27.7
export IMPL_cts_clk_slew_worst_paths_ps=60
export IMPL_track_usage=0.248
export IMPL_logic_area_mm2=0.0177
export IMPL_tritoncts="yes"
export IMPL_cpMaxStageDelayCell="nand4_1"
export IMPL_yosysWarnings=3
export IMPL_cp_max_fo=40
export IMPL_clock_skew_final_ps=32.7
export IMPL_placed_area_mm2=0.0849
export IMPL_hold_viol_final=0
export IMPL_fmax_mhz=96.9
export IMPL_dp_hpwl_um=147000
export IMPL_fin_crit_ps=10320
export IMPL_rsz0062_at_grt="false"
export IMPL_drc=0
export IMPL_ctsLongestPathBuffers=3
export IMPL_pin_count=5
export IMPL_numCtsBuffers=205
export IMPL_placementRows=165
export IMPL_core_mm2=0.203
export IMPL_grt_overflow_total=0
export IMPL_synth_seq_share=0.764
export IMPL_grt_pass1_wl_um=329000
export IMPL_dieWidth_um=454
export IMPL_cp_required_ps=37480
export IMPL_warnings=29
export IMPL_ys_top_cells_by_count="edfxtp_1 (2048), mux2i_1 (354), mux4_2 (351)"
export IMPL_ff_type="edfxtp_1"
export IMPL_p_sw_frac=0.194
export IMPL_setup_viol=0
export IMPL_crit_path_frequent_cell="buf_4"
export IMPL_cts_resized=0
export IMPL_num_vias=41568
export IMPL_ctsHoldBuffers=0
export IMPL_p_per_area_mw_per_mm2=51.0
export IMPL_root_buffer="clkbuf_16"
export IMPL_yosys_cells=4106
export IMPL_hold_slack_ps=472
export IMPL_seq_area_mm2=0.0625
export IMPL_first_global_vias=45628
export IMPL_ys_top_cells_by_area="edfxtp_1 (75%), mux4_2 (9.7%), mux2i_1 (4.3%), nor2_1 (1.3%), dfxtp_1 (1.2%)"
export IMPL_synth_async_sr_flop_share=0
export IMPL_utilization=0.452
export IMPL_period_used=0.279
export IMPL_cp_end_kind="register"
export IMPL_design_area_mm2=0.0917
export IMPL_holdCritPathClass="register to register"
export IMPL_ys_area_mm2=0.0818
export IMPL_postCtsSetupBuffers=0
export IMPL_crit_path_cell_trace="clkdlybuf4s50_1 -> buf_4 -> and4b_2 -> buf_4 -> nand4_1 -> buf_4 -> nor2_1"
export IMPL_crit_path_start_kind="input port"
export IMPL_grt_max_degree=111
export IMPL_worstSkewPairLatency_ps=860
export IMPL_dieArea_mm2=0.206
export IMPL_area_delta_synth_final_pct=12.2
export IMPL_arrival_ps=10800
export IMPL_die_h_um=454
export IMPL_yosys_area_top_type="edfxtp_1"
export IMPL_slowest_delay_ps=720
export IMPL_syn_avg_cell_area_um2=19.9
export IMPL_p_comb_frac=0.001
export IMPL_power_switching_mw=0.909
export IMPL_drt_iter0_markers=3199
export IMPL_relSlewSlack=0.324
export IMPL_critical_path_class="input port to register"
export IMPL_cts_sinks=2098
## area by class of cell
type / instances / share of cell area
clock inverter: 144 / 0.0166
sequential: 2098 / 0.682
multi-input combinational: 1753 / 0.193
antenna: 6 / 0.000164
timing repair buffer: 161 / 0.0145
tap: 2672 / 0.0364
inverter: 8 / 0.000355
clock buffer: 240 / 0.0576
## layout by cell type, fill, tap and decap left out, drive strengths merged, types with 57 or more instances in the layout
cell type,synthesis,routed
edfxtp,2048,2048
buf,139,157
nand2,83,83
clkbuf,108,240
mux2i,354,354
mux4,359,359
a211oi,57,57
clkinv,0,96
o221ai,61,61
nor2,285,285
o22ai,122,122
a22oi,71,71
## power groups by stage
stage                 Clock, mW  Sequential, mW  Combinational [mW]
after global routing       2.22            2.57             0.00705
final                      2.10            2.57             0.00649
after CTS                  2.13            2.57             0.00661
## final timing paths
path	cells past startpoint	start	to	slack [ps]
worst min-delay path	2	SPI_SLAVE.serial_to_parallel_counter[3]$_SDFFE_PN0P_	SPI_SLAVE.serial_to_parallel_counter[3]$_SDFFE_PN0P_	470
worst min register to register	2	SPI_SLAVE.serial_to_parallel_counter[3]$_SDFFE_PN0P_	SPI_SLAVE.serial_to_parallel_counter[3]$_SDFFE_PN0P_	470
worst max-delay path	7	rst_n	SPI_RAM.mem[151][4]$_DFFE_PP_	26680
worst max register to register	11	SPI_RAM.addr_rd[0]$_SDFFE_PN0P_	SPI_RAM.dout[6]$_SDFFE_PN0P_	31630
## critical path: cells and delay by family
family	cells	cell delay (ps)
buffers and inverters	4	1620
AND/OR/NAND/NOR	3	1710
## kinds of logic (layout without fill, tap and decap cells)
kind of cell | Yosys count | count (layout) | synth area share
fa+ha+maj | 2 | 2 | 0.000306
other cells | 0 | 6 | 0
xor+xnor | 1 | 1 | 0.000107
simple gates | 559 | 559 | 0.0308
compound gates | 477 | 477 | 0.0414
buf+inv | 255 | 553 | 0.0205
flops | 2098 | 2098 | 0.764
mux | 714 | 714 | 0.143
## through the flow
stage	power [mW]	setup slack, ps	std cells
after floorplan	2.62	27510	4106
after global placement	2.63	25840	6692
after detailed placement	2.63	25890	6692
after CTS	4.71	26790	7076
after global routing	4.80	26560	7077
final	4.68	26680	7082
## routing by layer
| layer | GRT usage | up-vias | wire length, um | share of wire |
|---|---|---|---|---|
| li1 | - | 17291 | - | - |
| met4 | 0.0881 | 20 | 10300 | 0.045 |
| met3 | 0.190 | 448 | 39400 | 0.17 |
| met2 | 0.349 | 2992 | 105000 | 0.46 |
| met5 | 0.0222 | - | 632 | 0.0027 |
| met1 | 0.297 | 20817 | 74700 | 0.33 |
## state kept, by name, indices dropped and copies added (netlist names)
name and count:
SPI_RAM.mem 2048, SPI_SLAVE.rx_data 10, SPI_RAM.addr_rd 8, SPI_RAM.addr_wr 8
SPI_RAM.dout 8, SPI_SLAVE.cs 5, SPI_SLAVE.serial_to_parallel_counter 4, SPI_SLAVE.parallel_to_serial_counter 3
SPI_RAM.tx_valid 1, SPI_SLAVE.MISO 1, SPI_SLAVE.addr_read_rec 1, SPI_SLAVE.rx_valid 1
Power figures rest on the tool's default switching activity, not on a simulated workload.
